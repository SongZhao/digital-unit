**design.v**
```verilog
module demo(EEP_rd_data, posDst, preDst, start, clk, rst_n);
wire src0_sel, cmplmnt;
reg src1_sel;
input clk, rst_n;
output [13:0] posDst;
reg [13:0] dst;
input [13:0] EEP_rd_data;  
reg [28:0] Preg;
reg [1:0] state, nxt_state;
wire finish; 
reg init;
reg [3:0] counter;
reg Zero;  
input start;  
input [13:0] preDst;
reg counter_rst;
wire [28:0] preShift;
wire [13:0] src1, src0, presrc0, preSat;  
localparam IDLE = 2'b00;
localparam Mult = 2'b01;
localparam Done = 2'b10;
assign preShift = {dst, Preg[14:0]};
always@(posedge clk, negedge rst_n)
 if(!rst_n)
 Preg <= 0;
 else 
 begin
 if(init == 1)
 Preg <={14'h000, preDst, 1'b0};  
 else 
 Preg <= {preShift[28], preShift[28:1]}; 
 end
assign src1 = (src1_sel)? Preg[28:15] :Preg[25:12];
assign presrc0 = (src0_sel)? EEP_rd_data : 14'h0;
assign src0 = (cmplmnt)? ~presrc0 : presrc0;  
assign{co ,preSat} = src1+src0 +cmplmnt;  
assign sat_pos = (src1_sel == 1'b0)?((Preg[28]==0 && Preg[27:25]!= 3'b000)? 1:0):
				((!src1[13] && !src0[13] && preSat[13])? 1:0);  
assign sat_neg = (src1_sel == 1'b0)?((Preg[28]==1 && Preg[27:25]!= 3'b111)? 1:0):
				((src1[13] && src0[13] && !preSat[13])? 1:0);   
always @(*)
case({sat_pos, sat_neg})      
2'b00: dst = preSat;
2'b10: dst = 14'h1FFF;
2'b01: dst = 14'h2000;
default : dst = 14'hx;
endcase
assign cmplmnt = (Preg[1:0] == 2'b10)? 1:0;  
assign src0_sel = (Preg[1:0] == 2'b11 || Preg[1:0]== 2'b00 || Zero == 1)? 0:1; 
always@(posedge clk, negedge rst_n)  
 if(!rst_n)
 counter <= 0;
 else if(counter_rst)
 counter <= 0;
 else
 counter <= counter + 1;  
assign finish = (counter == 13)? 1 : 0;
assign posDst = dst;
always @(posedge clk, negedge rst_n)
 if(!rst_n)
 state <= IDLE;
 else 
 state <= nxt_state;
always@(*)
begin
src1_sel = 1;
init =1;
Zero = 1;
counter_rst = 1;
case(state)
 IDLE: begin
 if(start) begin
 nxt_state = Mult;
 Zero = 0;  
 end
 else 
 nxt_state = IDLE;
 end
 Mult:
 begin
 counter_rst = 0;
 init= 0;
 Zero = 0;
 if(finish)
 begin
 nxt_state = Done;
 end
 else
 begin
 Zero = 0;
 nxt_state = Mult;
 end
 end
 Done:
 begin
 init = 0;
 counter_rst = 1;
 src1_sel = 0;
 nxt_state = IDLE;
 end
 default: nxt_state = IDLE;
endcase
 end
endmodule
```
**run.sh**
```bash
#!/bin/bash
# OpenROAD 26Q1-2900-gdf79404cd8, Yosys 0.63+post, stock flow scripts
make -C /OpenROAD-flow-scripts/flow DESIGN_CONFIG=/design/flow/config.mk WORK_HOME=/design/flow/orfs finish
```
**config.mk**
```make
export PLATFORM = sky130hd
export DESIGN_NAME = demo
export DESIGN_NICKNAME = demo
export VERILOG_FILES = /design/flow/design.v
export SDC_FILE = /design/flow/constraint.sdc
export NUM_CORES = 4
export LEC_CHECK = 1
export CORE_UTILIZATION = 50
```
**constraint.sdc**
```tcl
current_design demo

set clk_period 7.7
set clk_io_pct 0.2

create_clock -name clk0 -period $clk_period [get_ports {clk}]

set non_clock_inputs [all_inputs -no_clocks]
set_input_delay [expr $clk_period * $clk_io_pct] -clock clk0 $non_clock_inputs
set_output_delay [expr $clk_period * $clk_io_pct] -clock clk0 [all_outputs]
```
==> reports/notes.md <==
## Placed design
• **number of placed instances, taps included** 425
• **area post-placement** 3229 µm²
• **port bufs** 44
• **placer's final routability congestion estimate** 0.9341
• **placement-stage worst setup slack** 195.1 ps
• **Detail Placement HPWL** 4521 µm

## Critical path
• **depth of the worst register-to-register path** 18
• **crit-path max FO** 14
• **Worst R2R Start** state[0]$_DFF_PN1_
• **Max stage delay cell, worst path** clkdlybuf4s50_1
• **reg-to-reg endpoint** Preg[25]$_DFF_PN0_
• **Critical Path Source Type** input pin
• **r2r setup slk** 3420 ps
• **Setup crit start** start
• **critical path required time** 6160 ps
• **worst endpoint data arrival time** 5920 ps
• **delay contributed by the slowest stage of the critical path** 530 ps
• **critical-path cell list** clkdlybuf4s50_1, mux2i_1, nor2_2, buf_6, nand2_1, xnor2_1, ha_1, a211oi_2, o211a_1, o31ai_2, or4b_1, mux2i_1, or3_1, ha_1, buf_4, o2111a_1, a211oi_1, clkdlybuf4s50_1
• **type of the worst setup path** in -> out
• **Crit. End Element** output port

## Die
• **number of primary I/O pins** 45
• **die outline area** 5647 µm²
• **Die Wd** 75.15 µm
• **cell row count** 26
• **core area** 5140 µm²
• **effective utilization at floorplan** 0.5204
• **Die Ht** 75.15 µm

## Routing
• **per-cell routed wire length** 14.29 µm
• **number of DRC markers in iteration 0** 112
• **first-pass detailed-route iteration total** 4
• **Avg Vias per Cell** 5.394
• **number of design rule violations left after detail routing** 0
• **wirelength, routed** 6230 µm
• **ANT nets after route** 0
• **number of antenna diodes** 0
• **via count** 2352

## STA
• **Slew Limit Headroom** 0.5073
• **Worst Hold Margin** 446.8 ps
• **slew at the pin closest to its max-slew limit** 736.4 ps
• **share of the cycle needed by the critical path after routing** 0.9683
• **count of final max-slew check failures** 0
• **final number of setup-violating endpoints** 0
• **Final Hold Violating Endpoints** 0
• **RSZ-0062 raised after global routing** true
• **final total negative setup slack** 0 ps
• **minimum setup slack in the final design** 243.9 ps
• **Fmax** 134.1 MHz
• **final critical-path required period** 7456 ps
• **setup skew after layout** 6.115 ps

## Synth
• **share of synthesized registers carrying an async set or reset** 1.000
• **Cells after Synth** 314
• **Yosys Warn Count** 4
• **count of unique library cells instantiated by Yosys** 51
• **cell count listed in synth_stat.txt** 314
• **Post-synth EDFFs** 0
• **Avg Inst Size Synth** 8.519 µm²
• **flop and latch count out of synthesis** 35
• **sequential fraction of the synthesis area** 0.3279
• **Dominant flop cell** dfrtp_1
• **cell area after synthesis** 2675 µm²
• **synthesized chip area reported by yosys** 2675 µm²

## Clock tree
• **maximum level of the CTS H-tree** 2
• **Sinks on Clock Net** 35
• **maximum buffer depth of the clock tree** 2
• **CTS root buf** clkbuf_8
• **CTS tree** done
• **cts-stage hold buffer count** 0
• **Reg clk slew, reported paths** 70 ps
• **source-to-sink clock delay at the later pin of the worst-skew pair** 290 ps
• **number of CTS-inserted buffers** 5

## Job
• **Log Warnings** 30
• **Max Cap Violations** 0

## Power
• **Max IR drop VDD** 0.1084 mV
• **Leakage** 1.601 nW
• **Tot Pwr** 0.3983 mW
• **PwrDens** 118.2 nW/µm²

## Cells and area
• **total area of multi-input combinational cells** 1723 µm²
• **Top Layout Cells** 76 x nand2_1, 44 x clkdlybuf4s50_1, 34 x dfrtp_1
• **Cell Count, Final, Fillers Out** 436
• **Sequential cell area** 877.1 µm²
• **Design Area, Final** 3371 µm²
• **most common cell after layout, fill and taps aside** nand2_1
• **fill cell count** 468
• **final core area utilization** 0.6558
• **synthesis-to-finish area growth** 26.01%
• **layout cell share with drive strength beyond 1** 0.1421

## GRT
• **global-route wire length before repair** 10030 µm
• **vias in the first global route** 2109
• **maximum number of pins on one net before global-route repair** 36
• **total global-route track usage** 0.2462
• **antenna violations before repair** 0
• **grt total ovfl** 0

## Worst hold path
• **worst hold-check path type** reg -> reg
• **endpoint with the worst hold slack** Preg[7]$_DFF_PN0_
• **Hold Path Cell Cnt** 2
• **worst hold path startpoint** Preg[8]$_DFF_PN0_

## Status
• **result of the run** finished clean

==> report_power, final <==
group          internal, mW  switching, mW
logic                0.0420         0.0318
registers             0.187        0.00124
clock network        0.0629         0.0730
total                 0.292          0.106
==> cells by family after synthesis <==
kind of cell	Yosys count	synth area share
and+or+nand+nor	141	0.2432
AOI/OAI and AO/OA	52	0.1469
DFF	35	0.3279
adders and majority gates	20	0.09635
muxes	18	0.07530
xor gates and xnor gates	23	0.07530
buffers and inverters	25	0.03508
==> worst max-delay path: cells and delay by family <==
kind | cells | cell delay (ps)
xor+xnor | 1 | 120
mux | 2 | 320
simple gates | 4 | 920
buf+inv | 4 | 1390
fa+ha+maj | 2 | 630
compound gates | 5 | 1000
==> worst max path at each step <==
stage | to | slack (ps) | cells after the start
5_1_grt | posDst[11] | -9 | 20
4_1_cts | posDst[12] | 170 | 19
6_report | posDst[10] | 240 | 18
==> per-layer routing <==
metal  up-vias  routed length, µm  share of wire  global-route usage
met2        61               2617           0.42              0.3604
met3        10                317          0.051             0.04342
li1       1175                  -              -                   -
met1      1106               3235           0.52              0.4047
met5         -                  0              0                   0
met4         0                 59         0.0095             0.02469
==> area by class of cell <==
cell class,count,share of cell area
multi-input combinational,254,0.5111
sequential,35,0.2602
timing repair buffer,57,0.1630
tap,70,0.02598
clock buffer,5,0.02042
inverter,12,0.01336
clock inverter,3,0.005939
==> cell usage after synthesis, types with 5 or more instances <==
| library cell | n | share of area |
|---|---|---|
| mux2_2 | 13 | 0.055 |
| nor2b_1 | 6 | 0.014 |
| nand2_1 | 76 | 0.11 |
| nor3_1 | 5 | 0.0094 |
| nor2_1 | 18 | 0.025 |
| and2_1 | 7 | 0.016 |
| a21o_1 | 10 | 0.028 |
| clkbuf_1 | 13 | 0.018 |
| nand3_1 | 8 | 0.015 |
| dfrtp_1 | 34 | 0.32 |
| inv_1 | 12 | 0.017 |
| xnor2_1 | 19 | 0.062 |
| a21oi_1 | 11 | 0.021 |
| ha_1 | 19 | 0.089 |
==> sequential cells by signal (all words and copies together) (netlist names) <==
name,count
counter,4
Preg,28
state,3
==> timing repair <==
item,CTS,global route
gates resized,0,8
setup endpoints to repair,0,14
setup buffers,0,3
Power and IR drop assume default switching activity.
